### ./run.sh
#!/bin/bash
# OpenROAD 26Q1-2900-gdf79404cd8, Yosys 0.63+post, stock flow scripts
make -C /OpenROAD-flow-scripts/flow DESIGN_CONFIG=/design/flow/config.mk WORK_HOME=/design/flow/orfs finish
### ./config.mk
export PLATFORM = sky130hd
export DESIGN_NAME = frame_timing_generator
export DESIGN_NICKNAME = frame_timing_generator
export VERILOG_FILES = /design/flow/design.v
export SDC_FILE = /design/flow/constraint.sdc
export NUM_CORES = 4
export LEC_CHECK = 1
export CORE_UTILIZATION = 50
### ./constraint.sdc
current_design frame_timing_generator

set clk_period 4.0
set clk_io_pct 0.2

create_clock -name clk0 -period $clk_period [get_ports {clk}]

set non_clock_inputs [all_inputs -no_clocks]
set_input_delay [expr $clk_period * $clk_io_pct] -clock clk0 $non_clock_inputs
set_output_delay [expr $clk_period * $clk_io_pct] -clock clk0 [all_outputs]
### ./design.v
module frame_timing_generator #(
    parameter FPS=25,
    parameter CLK_PERIOD=40,
    parameter WIDTH=640,
    parameter HEIGHT=480,
    parameter T_IDLE2FVAL = 8192,
    parameter T_LVALHIGH_DVALHIGH = 16,
    parameter T_DVALLOW_LVALLOW = 16,
    parameter T_LVALLOW = 16
)(
		input clk,
		input rstb,
		input en,
		output reg fval,
		output reg lval,
		output reg dval,
        output reg [$clog2(WIDTH):0] pix,
        output reg [$clog2(HEIGHT):0] line
    );
	parameter IDLE=0;
	parameter READFILE=1;
	parameter NFRAME=2;
	parameter NLINE=3;
	parameter PIXELS=4;
	parameter EOL=5;
	parameter EOF=6;
	reg [2:0] state;
	reg [15:0] cntr;
    parameter FRAME_LEN_IN_CYCLE = 1000000000/(FPS * CLK_PERIOD);
    reg[$clog2(FRAME_LEN_IN_CYCLE) : 0] frame_counter;
	 always @(posedge clk or negedge rstb) begin
		if(!rstb) begin
			fval <= 0;
			lval <= 0;
			dval <= 0;
			cntr <= 0;
			pix <= 0;
            line <= 0;
			frame_counter <= 0;
			state <= IDLE;
		end else begin
			case(state)
				IDLE: begin
                    fval <= 0;
				    frame_counter <= 0;
					state <= en ? NFRAME : IDLE;
					cntr <= 0;
				end
				NFRAME: begin
				    frame_counter <= frame_counter + 1;
                    pix <= 0;
                    line <= 0;
					if(cntr<T_IDLE2FVAL)
						cntr <= cntr + 1;
					else begin
						fval <= 1'b1;
						cntr <= 0;
						state <= NLINE;
					end
				end
				NLINE: begin
				    frame_counter <= frame_counter + 1;
					if(cntr<T_LVALLOW)
						cntr <= cntr + 1;
					else begin
						lval <= 1'b1;
						cntr <= 0;
						pix <= 0;
						state <= PIXELS;
					end
				end
				PIXELS: begin
				    frame_counter <= frame_counter + 1;
                    if(cntr == T_LVALHIGH_DVALHIGH) begin
					   if(pix == (WIDTH - 1)) begin
							pix <= 0;
							cntr <= 0;
							if(pix ==(WIDTH - 1)) begin
                                dval <= 0;
								state <= EOL;
							end else begin
								state <= PIXELS;
                            end
						end else begin
                            dval <= 1'b1;
                            pix <= pix + dval;
						end
					end else begin
                        dval <= 1'b0;
                        cntr <= cntr + 1;
					end
				end
				EOL: begin
				    frame_counter <= frame_counter + 1;
					if(cntr == T_DVALLOW_LVALLOW) begin
                        lval <= 0;
                        cntr <= 0;
						if(line == HEIGHT - 1) begin
							state <= EOF;
						end else begin
							state <= NLINE;
							line <= line + 1;
						end
					end else begin
						cntr <= cntr + 1;
					end
				end
				EOF: begin
					fval <= 1'b0;
					frame_counter <= frame_counter + 1;
					if((cntr == 15)) begin
                        if(frame_counter == FRAME_LEN_IN_CYCLE) begin
                            cntr <= 0;
                            state <= IDLE;
                        end
					end else begin
						cntr <= cntr + 1;
					end
				end
			endcase
		end
	 end
endmodule
==> results.txt <==
Observations from the implementation run.

Synthesis:
- In this run, the synthesized area fraction spent on AND-OR/OR-AND gates is recorded as 0.2024.
- The run gives the area share of the leading cell type in the synthesized netlist as 0.4476.
- A synthesized cell averages just under 9 um^2.
- The run gives the yosys cell count as between 400 and 500.
- Counting flops with a built-in enable in the synthesized netlist gives 0.
- For reference, the top logic cell family by area is simple AND/OR/NAND/NOR gates.
- Of the synthesized area, sequential elements account for 0.4547.
- The run gives the adder and majority gate portion of the synthesized area as 0.02374.
- The run gives the count of unique library cells instantiated by Yosys as roughly 47.
- The run puts the register bit count reported by yosys at 67.
- The run gives the xor and xnor area share after synthesis as 0.01424.
- The run puts the cell count after synthesis at ~420.
- For this run, the number of Yosys warnings is 1.
- The synthesis report gives the async set-or-reset register share as 1.000.
- Yosys reports the multiplexer fraction of the synthesized area as 0.
- The run puts the basic-gate share of the synthesized area counting and, or, nand and nor cells at 0.2703.
- The run gives the most used flip-flop cell after synthesis as dfrtp_1.
- In this run the cell area of the synthesized design comes to ~3700 um^2.
- After synthesis, the cell types taking the most area are dfrtp_1 45%, o21ai_0 8.0%, nand3_1 4.7%.
- The synthesized design spends more area on one cell type than any other, namely dfrtp_1.
- The stat command in Yosys gives a chip area of between 3000 and 4000 um^2.

Drt:
- After detailed routing, the average wire length per cell comes to ~16 um.
- The run puts the number of inserted diodes at 0.
- The run puts the vias after detailed routing at ~3,300.
- The run gives the number of search-and-repair iterations in the first detailed-routing pass as 5.
- The run gives the detailed router's first-iteration violation count as 269.
- The routed design has roughly 8400 um of wire.
- The run gives the average vias per placed instance as 6.037.
- The run puts the DRC violation count after routing at 0.
- The run gives the number of routed nets with antenna violations as 0.

Layout:
- The run puts the share of cells above drive strength 1 at 0.04955.
- The run puts the growth of design area from synthesis to finish at 13.19%.
- After routing the design area is about 4200 um^2.
- The run gives the final cell count without fillers as 540.
- The run puts the final-layout fill cell count at ~610.

STA:
- Post-route period utilization is reported as 0.6797.
- Based on the critical path, the design can be clocked at up to approximately 370 MHz.
- For the final routed database, the setup TNS stands at 0 ns.
- The run puts the final setup skew at between 0.007 and 0.008 ns.
- The run gives the slew at the pin with the worst max-slew slack as about 0.72 ns.
- Max-slew check failures listed in the final report amount to 0.
- The run puts the worst max-slew margin expressed relative to the limit at 0.5218.
- The run gives the final tally of setup violations as 0.
- Setup repair after global routing left no endpoint under its margin.
- The run gives the minimum clock period after layout as about 2.7 ns.
- Hold-check failures listed in the final report amount to 0.

Clock network:
- For this design, the CTS-stage hold fixing added 0 buffers.
- The run gives the clock tree from TritonCTS as done.
- Per the CTS log, the maximum H-tree level is 3.
- The run puts the clock slew seen by the registers of the worst setup and hold paths at 0.07 ns.
- The run puts the post-cts sizing count at 0.
- Clock latency on the worst-skew pair, taken at its later pin, is 0.34 ns.
- The number of clock sinks came to ~67.
- The run gives the number of buffers created by CTS as 9.
- CTS placed an instance of clkbuf_8 at the clock tree root.
- The run gives the maximum root-to-sink buffer count as 2.
- The run puts the post-CTS setup buffer count at 0.

Power and ir drop:
- Total power normalized to cell area comes to between 300 and 400 nW/um^2.
- The run gives the peak supply drop as ~0.17 mV.
- The run puts the leakage power summed over all cells at 0.001723 uW.

Worst hold path:
- The run gives the worst hold path endpoint as frame_counter[20]$_DFFE_PN0P_.
- The run gives the beginning of the worst hold path as frame_counter[20]$_DFFE_PN0P_.
- Along the worst hold path, the cell count comes to 1.
- The run gives the class of the tightest hold or removal check as reg -> reg.

Critical path:
- Looking at the reg2reg group, the worst path ends at cntr[4]$_DFFE_PN0P_.
- For reference, the most critical setup path is categorized as reg -> reg.
- The run gives the worst setup slack for register-to-register paths as 1.28 ns.
- The worst register-to-register path begins at cntr[13]$_DFFE_PN0P_.
- The run puts the worst path buffer plus inverter count at 0.
- The kind of cell with the highest combined delay along the critical path is simple AND/OR/NAND/NOR gates.
- The run puts the maximum fanout encountered on the critical timing path at 16.
- At the worst endpoint, the required time is between 4 and 5 ns.
- The run gives the highest-delay cell along the critical path as o21ai_1.
- The run puts the number of cells traversed by the worst register-to-register path at 6.
- The run gives the sort of element at the end of the critical path as a flop.
- Listed in order, past its start point the critical path passes nor4_1, nand3_1, o21ai_1, nand2_1, a21oi_1, o21ai_0.
- STA classifies the critical path startpoint as a flop.
- The run puts the highest cell delay on the worst timing path at 0.56 ns.
- The run puts the signal arrival time at the worst endpoint at 2.94 ns.

Place:
- The count of buffers added on input and output ports is 26.
- The run puts the post-place instance area at between 4000 and 5000 um^2.
- Once placement completed, the tool counted placed cells totaling between 500 and 600.
- The run gives the placed wire-length estimate after detailed placement as about 5600 um.
- The run puts the placer's final routability congestion estimate at 0.8158.

Floorplanning:
- The run gives the core utilization at floorplan as 0.5314.
- Per the OpenROAD floorplan log, the area of the core is roughly 6900 um^2.
- The run gives the vertical die dimension as approximately 90 um.
- The overall die size recorded for this design is about 7700 um^2.
- The run puts the die span in x at around 88 um.
- The run puts the total I/O pin count at 27.
- The run gives the number of core rows as 30.

Job:
- The run puts the count of maximum capacitance violations at 0.
- Warnings raised by the tools during the run amount to 29.

Global route:
- The run gives the initial antenna violation count as 0.
- Total global-route track usage over all layers is 0.2364.
- Recorded from the global router log, the overflow total was 0.
- The run gives the number of global-route vias before repair as 2,879.
- The first global-routing pass estimated ~14,000 um of wire.
- The run puts the maximum number of pins on one net before global-route repair at 38.

Status:
- The run finished with clean final reports.
## cell families (layout without fill, tap and decap cells)
logic type / count (synthesis) / in the layout
buf+inv: 33 / 56
xor+xnor: 6 / 6
fa+ha+maj: 7 / 7
simple gates: 180 / 180
compound gates: 128 / 128
flops: 67 / 67
## power by group
part | switching [uW] | total (uW) | internal [uW]
sequential | 51.5 | 767 | 715
clock | 233 | 479 | 246
combinational | 114 | 179 | 64.6
## synthesized netlist by cell type (9+ instances only)
master	n
o21ai_0	59
a21oi_1	17
nand3_1	35
dfrtp_1	66
and3_1	16
o21ai_1	12
nand2_1	41
nor2_1	24
clkbuf_1	15
a31oi_1	11
nand4_1	15
o31ai_1	9
inv_1	15
or3_1	12
## worst max path at each step
stage	to	depth (start not counted)	from	slack, ns
5_1_grt	cntr[0]$_DFFE_PN0P_	6	cntr[13]$_DFFE_PN0P_	1.10
6_report	cntr[4]$_DFFE_PN0P_	6	cntr[13]$_DFFE_PN0P_	1.28
4_1_cts	cntr[4]$_DFFE_PN0P_	6	cntr[13]$_DFFE_PN0P_	1.36
## registers in the layout (all words and copies together) (netlist names)
name and flops:
line 10, pix 11, fval 1, lval 1, cntr 16, dval 1
state 6, frame_counter 21
## cell type report
type                    instances  area, um^2  area share
multi-input cells             321        1889      0.4524
flip-flops and latches         67        1678      0.4017
repair buffers                 29       277.8     0.06651
clock buffers                  12       155.1     0.03715
well taps                      96       120.1     0.02876
inverters                      15       56.30     0.01348
## metrics by stage
| step | hold slack (ns) | utilization | power [uW] | setup slack [ns] |
|---|---|---|---|---|
| 3_3_place_gp | 0.4781 | 0.5791 | 953.1 | 1.355 |
| 2_1_floorplan | 0.4409 | - | 892.8 | 1.925 |
| 5_1_grt | 0.5349 | 0.6014 | 1509 | 1.101 |
| 3_5_place_dp | 0.4759 | 0.5791 | 955.1 | 1.398 |
| 4_1_cts | 0.4908 | 0.6014 | 1437 | 1.360 |
| 6_report | 0.4930 | 0.6014 | 1424 | 1.281 |
## cell usage in the layout, fill, tap and decap left out, types with 9 or more instances in the layout
master	n
nor2_1	24
dfrtp_1	66
nand4_1	15
or3_1	12
nand3_1	35
inv_1	15
a31oi_1	11
clkdlybuf4s50_1	25
o21ai_0	59
o31ai_1	9
a21oi_1	17
clkbuf_8	11
nand2_1	41
and3_1	16
o21ai_1	12
## per-layer routing
metal	GRT usage	wire length, um	vias to the layer above
met5	0	0	-
met4	0.03875	103	0
met3	0.03721	478	10
met2	0.3390	3688	95
met1	0.4020	4134	1541
li1	-	-	1614
No activity file was given, so power comes from the tool's default toggle rates.
