## flow/design.v

```verilog
`timescale 1ns / 1ps
module modify_pixel #(
    parameter PAGES = 2,
    parameter PNG_W = 64,
    parameter PNG_H = 64,
    parameter FRAME_W = 640,
    parameter FRAME_H = 480,
    parameter STRING_LENGTH = 60,
    parameter DATA_WIDTH = 24,
    parameter MSB_BPP = 8,
    parameter CHAR_ENCODING = 12
    ) (
    input [$clog2(PAGES*PNG_W*PNG_H)-1:0] pattern_addr,
    input [MSB_BPP-1:0] pix_font,
    input [DATA_WIDTH-1:0] char_color,
    input [CHAR_ENCODING-1:0] char_width, 
    input [CHAR_ENCODING-1:0] char_length, 
    input [MSB_BPP-1:0] pix_data,
    input pix_clk, fval, lval, dval,
    input [$clog2(FRAME_W-2):0] start_x,
    input [$clog2(FRAME_H-2):0] start_y,
    output reg [$clog2(PAGES*PNG_W*PNG_H)-1:0] scan_addr,
    output reg [DATA_WIDTH-1:0] pix_modified, 
    output enable_start,
    output reg [$clog2(STRING_LENGTH)-1:0] char_count,
    output reg fval_out, dval_out, lval_out
);
reg start = 1'b0;
integer line = 0, column = 0, pixel_count = 0;
parameter TOP_VALUE = 2**MSB_BPP - 1;
assign enable_start = start;
always @(posedge pix_clk) begin
    scan_addr <= pattern_addr;
    if (dval == 1) begin
        pixel_count <= pixel_count + 1;
        if ((start_y*FRAME_W + start_x-1 + line*FRAME_W == pixel_count) || start == 1'b1) begin
            start <= 1'b1; 
            if (start == 1'b1) begin
                if (column < char_width ) begin  
                    scan_addr <= pattern_addr + PNG_W*line + column;
                    pix_modified[DATA_WIDTH-1:DATA_WIDTH-MSB_BPP] <= (TOP_VALUE - pix_font)*pix_data/TOP_VALUE + char_color[DATA_WIDTH-1:DATA_WIDTH-MSB_BPP]*pix_font/TOP_VALUE;  
                    pix_modified[DATA_WIDTH-MSB_BPP-1:DATA_WIDTH-MSB_BPP*2] <= (TOP_VALUE - pix_font)*pix_data/TOP_VALUE + char_color[DATA_WIDTH-MSB_BPP-1:DATA_WIDTH-MSB_BPP*2]*pix_font/TOP_VALUE;  
                    pix_modified[DATA_WIDTH-2*MSB_BPP-1:DATA_WIDTH-MSB_BPP*3] <= (TOP_VALUE - pix_font)*pix_data/TOP_VALUE + char_color[DATA_WIDTH-2*MSB_BPP-1:DATA_WIDTH-MSB_BPP*3]*pix_font/TOP_VALUE;  
                    column <= column + 1; 
                end
                else if (column == char_width && line + 1 == char_length) begin  
                    start <= 1'b0;
                    line <= 0;
                    column <= 0;
                end
                else if (char_count + 1 == STRING_LENGTH) begin  
                    start <= 1'b0;
                    char_count <= 0;
                    column <= 0;
                    line <= line + 1;
                    scan_addr <= pattern_addr + PNG_W*line + column;
                    pix_modified[DATA_WIDTH-1:DATA_WIDTH-MSB_BPP] <= (TOP_VALUE - pix_font)*pix_data/TOP_VALUE + char_color[DATA_WIDTH-1:DATA_WIDTH-MSB_BPP]*pix_font/TOP_VALUE;  
                    pix_modified[DATA_WIDTH-MSB_BPP-1:DATA_WIDTH-MSB_BPP*2] <= (TOP_VALUE - pix_font)*pix_data/TOP_VALUE + char_color[DATA_WIDTH-MSB_BPP-1:DATA_WIDTH-MSB_BPP*2]*pix_font/TOP_VALUE;  
                    pix_modified[DATA_WIDTH-2*MSB_BPP-1:DATA_WIDTH-MSB_BPP*3] <= (TOP_VALUE - pix_font)*pix_data/TOP_VALUE + char_color[DATA_WIDTH-2*MSB_BPP-1:DATA_WIDTH-MSB_BPP*3]*pix_font/TOP_VALUE;  
                end
                else begin  
                    char_count <= char_count + 1;
                    column <= 0;
                    scan_addr <= pattern_addr + PNG_W*line + column;
                    pix_modified[DATA_WIDTH-1:DATA_WIDTH-MSB_BPP] <= (TOP_VALUE - pix_font)*pix_data/TOP_VALUE + char_color[DATA_WIDTH-1:DATA_WIDTH-MSB_BPP]*pix_font/TOP_VALUE;  
                    pix_modified[DATA_WIDTH-MSB_BPP-1:DATA_WIDTH-MSB_BPP*2] <= (TOP_VALUE - pix_font)*pix_data/TOP_VALUE + char_color[DATA_WIDTH-MSB_BPP-1:DATA_WIDTH-MSB_BPP*2]*pix_font/TOP_VALUE;  
                    pix_modified[DATA_WIDTH-2*MSB_BPP-1:DATA_WIDTH-MSB_BPP*3] <= (TOP_VALUE - pix_font)*pix_data/TOP_VALUE + char_color[DATA_WIDTH-2*MSB_BPP-1:DATA_WIDTH-MSB_BPP*3]*pix_font/TOP_VALUE;  
                end
            end
            else begin
                pix_modified <= {DATA_WIDTH/MSB_BPP{pix_data}};
            end  
        end
        else begin
            pix_modified <= {DATA_WIDTH/MSB_BPP{pix_data}};
        end
    end
    else begin
        pix_modified <= {DATA_WIDTH/MSB_BPP{pix_data}};
    end
    fval_out <= fval; dval_out <= dval; lval_out <= lval;
    if (fval == 0) begin 
        pixel_count <= 0;
        char_count <= 0;
        column <= 0;
        line <= 0;
    end
end
endmodule
```

## flow/run.sh

```bash
#!/bin/bash
# OpenROAD 26Q1-2900-gdf79404cd8, Yosys 0.63+post, stock flow scripts
make -C /OpenROAD-flow-scripts/flow DESIGN_CONFIG=/design/flow/config.mk WORK_HOME=/design/flow/orfs finish
```

## flow/config.mk

```make
export PLATFORM = sky130hd
export DESIGN_NAME = modify_pixel
export DESIGN_NICKNAME = modify_pixel
export VERILOG_FILES = /design/flow/design.v
export SDC_FILE = /design/flow/constraint.sdc
export NUM_CORES = 4
export LEC_CHECK = 1
export CORE_UTILIZATION = 40
```

## flow/constraint.sdc

```tcl
current_design modify_pixel

set clk_period 20.5
set clk_io_pct 0.2

create_clock -name clk0 -period $clk_period [get_ports {pix_clk}]

set non_clock_inputs [all_inputs -no_clocks]
set_input_delay [expr $clk_period * $clk_io_pct] -clock clk0 $non_clock_inputs
set_output_delay [expr $clk_period * $clk_io_pct] -clock clk0 [all_outputs]
```

==> impl_metrics.py <==
# Synthesis and PnR figures
metrics = {
    "run_status": {
        "status": "finished, final reports clean",
    },
    "clock_network": {
        "cts_tree": "done",
        "cts_buffers": 17,
        "clkTransAtPathRegs_ns": 0.07,
        "cts_buffer_depth": 2,
        "cts_resized": 0,
        "root_buffer": "clkbuf_16",
        "cts_hold_buf": 0,
        "cts_sinks": 143,
        "htreeDepth": 4,
        "postCtsSetupBuffers": 0,
        "clock.latency.late_pin_ns": 0.43,
    },
    "global_routing": {
        "grt_start_max_net_pins": 74,
        "groute.usage.overall_pct": 20.9,
        "grt_antenna_before_repair": 1,
        "grt_pass1_wl_um": 121000,
        "grt_pass1_vias": 24100,
        "grt_overflow": 0,
    },
    "routing": {
        "drtAntennaViolNets": 0,
        "vias": 25300,
        "routed_via_density": 5.47,
        "drtIter0Drc": 1530,
        "wire_per_inst_um": 15.4,
        "wirelength_um": 71000,
        "drc": 0,
        "first_pass_iters": 8,
    },
    "yosys": {
        "ys_sh_adder_pct": 25.3,
        "synth_cells": 3597,
        "synth-xor-area-share_pct": 10.4,
        "yosysTopAreaCell": "ha_1",
        "avgSynthCellArea_um2": 7.82,
        "ys_cells": 3597,
        "ys_seq_share_pct": 11.1,
        "synth_cell_types": 121,
        "ys_sh_mux_pct": 1.55,
        "synth_warnings": 1,
        "synthAoiAreaFrac_pct": 21.3,
        "async_reset_ff_share_pct": 0,
        "topCellsByArea": "ha_1 14%, fa_1 11%, dfxtp_1 8.4%, xnor2_1 7.7%, nand2_1 4.2%",
        "flop_cell": "dfxtp_1",
        "synth-edff-count": 25,
        "ys_chip_area_mm2": 0.0281,
        "syn-cell-area_mm2": 0.0281,
        "yosys.area_share.simple_pct": 24.6,
        "top_cell_area_share_pct": 14.0,
        "ys_top_logic_family": "adder cells",
        "ys_ff": 143,
    },
    "die": {
        "io_pins": 149,
        "core_area_mm2": 0.0691,
        "die_width_um": 267,
        "dieArea_mm2": 0.0714,
        "num_rows": 96,
        "die_h_um": 267,
        "initCoreUtil_pct": 40.8,
    },
    "placement": {
        "port_buffers": 148,
        "hpwlAfterDp_um": 57200,
        "gp_congestion": 0.922,
    },
    "worst_setup_path": {
        "critPathRequiredTime_ns": 20.68,
        "crit_fanout": 26,
        "rrSetupSlack_ns": 14.26,
        "cp_slowest_stage_delay_ns": 0.76,
        "critPathCaptureType": "register",
        "crit_type": "in2reg",
        "slowest_stage": "clkdlybuf4s50_1",
        "cp.arrival_ns": 18.30,
        "setup.worst_path.start_class": "primary input",
    },
    "sta": {
        "finalSetupViolCount": 0,
        "rsz0062_at_grt": "no",
        "min_period_over_period_pct": 88.4,
        "final_max_slew_viol_count": 0,
        "relSlewSlack_pct": 43.0,
        "worst_slew_pin_slew_ns": 0.850,
        "skew_ns": 0.0157,
        "hold_viol_final": 0,
        "fmax_mhz": 55.2,
        "fin_crit_ns": 18.12,
        "tns_ns": 0,
    },
    "hold_path": {
        "min-delay-path-class": "reg2reg",
    },
    "final_layout": {
        "seqCellArea_mm2": 0.00311,
        "comb_area_mm2": 0.0234,
        "fillers": 6780,
        "drive_gt1_share_pct": 4.74,
        "syn2layout_area_growth_pct": 10.4,
    },
    "flow_run": {
        "warnings": 28,
        "maxCapViolCount": 0,
    },
}
## Yosys cell counts, types with 25 or more instances
cell	n
a211oi_1	38
inv_1	314
and3_1	66
nand2b_1	41
or3_1	26
o21bai_1	35
dfxtp_1	118
ha_1	316
or2_2	25
nand3_1	115
nand2_1	317
and2_1	182
o211ai_1	32
fa_1	158
a31oi_1	49
xor2_1	82
a21oi_1	181
nor2b_1	93
a21o_1	95
o21ai_0	142
nand4_1	51
clkbuf_1	93
nor4_1	43
nor3_1	71
xnor2_1	249
nor2_1	208
edfxtp_1	25
o21a_1	43
## cell usage in the layout, fill, tap and decap left out, drive strengths merged, types with 49 or more instances in the layout
cell	instances
a21o	95
nor3	76
nor2	208
a31oi	49
dfxtp	118
xnor2	250
and2	184
clkdlybuf4s50	147
inv	319
nor2b	93
nand2	317
o21ai	155
a21oi	187
xor2	82
nand4	52
nand3	116
ha	316
fa	158
and3	66
## per-stage QoR
stage          instance area (um^2)  cells  hold slack [ns]  utilization, %  setup slack [ns]
6_report                      31100   4626            0.502            45.0              2.38
4_1_cts                       31100   4625            0.503            45.0              2.45
3_3_place_gp                  30600   4593            0.466            44.2              2.08
5_1_grt                       31100   4625            0.526            45.0              1.21
3_5_place_dp                  30600   4593            0.478            44.2              2.03
2_1_floorplan                 28100   3597            0.437               -              4.45
## worst max-delay path: cells and delay by family
family | cells | cell delay, ns
buffers and inverters | 6 | 1.50
adder cells (fa/ha/maj) | 6 | 2.72
XOR/XNOR | 3 | 0.60
AND/OR/NAND/NOR | 10 | 3.03
AND-OR/OR-AND | 22 | 6.32
## flip-flops by register name, indices dropped and copies added, names as in the netlist
register and count:
char_count 6, column 32, dval_out 1, fval_out 1
line 32, lval_out 1, pix_modified 24, pixel_count 32
scan_addr 13, start 1
## area by class of cell
cell class / instances / share of cell area (%)
timing repair buffer: 177 / 5.45
multi-input combinational: 3025 / 75.3
inverter: 317 / 3.84
clock buffer: 19 / 1.39
clock inverter: 13 / 0.286
antenna: 1 / 0.00805
sequential: 143 / 10.0
tap: 931 / 3.75
## kinds of logic (layout without fill, tap and decap cells)
logic type / count (synthesis) / count (layout)
buffers and inverters: 429 / 526
DFF: 143 / 143
adders and majority gates: 475 / 475
other: 0 / 1
xor gates and xnor gates: 332 / 332
AOI/OAI and AO/OA: 859 / 859
and+or+nand+nor: 1320 / 1320
muxes: 39 / 39
## worst paths after layout
path / cells past startpoint / endpoint / from
setup / recovery: 47 / pix_modified[7] / pix_font[0]
hold / removal: 2 / column[22] / column[22]
setup reg to reg: 24 / line[3] / line[0]
hold reg to reg: 2 / column[22] / column[22]
## layer usage
layer / up-vias / share of wire [%] / GRT usage, % / routed length, um
li1: 12900 / - / - / -
met5: - / 0.011 / 0 / 8
met2: 537 / 45 / 34.0 / 32300
met4: 2 / 1.4 / 2.70 / 968
met3: 51 / 4.4 / 2.78 / 3100
met1: 11700 / 49 / 30.6 / 34700
